### flow/design.v
`timescale 1ns / 1ps
module mealy_1101_overlap2(
    output reg z,
    input x, clk, rst
    );
    parameter s0=0,s1=1,s2=2,s3=3;
    reg[1:0] p_state,n_state;
    always @(posedge clk or posedge rst) begin
        if(rst) p_state<=s0;
        else    p_state<=n_state;
    end
    always @(p_state or x)  begin
            case(p_state)
                s0: begin
                    if(x==1) begin n_state<=s1; z<=0; end
                    else     begin n_state<=s0; z<=0; end
                    end
                s1: begin
                    if(x==1) begin n_state<=s2; z<=0; end
                    else     begin n_state<=s0; z<=0; end
                    end
                s2: begin
                    if(x==0) begin n_state<=s3; z<=0; end
                    else     begin n_state<=s2; z<=0; end
                    end
                s3: begin
                    if(x==1) begin n_state<=s1; z<=1; end
                    else     begin n_state<=s0; z<=0; end
                    end
            endcase
        end
endmodule
### flow/run.sh
#!/bin/bash
# OpenROAD 26Q1-2900-gdf79404cd8, Yosys 0.63+post, stock flow scripts
make -C /OpenROAD-flow-scripts/flow DESIGN_CONFIG=/design/flow/config.mk WORK_HOME=/design/flow/orfs finish
### flow/config.mk
export PLATFORM = sky130hd
export DESIGN_NAME = mealy_1101_overlap2
export DESIGN_NICKNAME = mealy_1101_overlap2
export VERILOG_FILES = /design/flow/design.v
export SDC_FILE = /design/flow/constraint.sdc
export NUM_CORES = 4
export LEC_CHECK = 1
export CORE_AREA = 10 10 70 70
export DIE_AREA = 0 0 80 80
### flow/constraint.sdc
current_design mealy_1101_overlap2

set clk_period 1.0
set clk_io_pct 0.2

create_clock -name clk0 -period $clk_period [get_ports {clk}]

set non_clock_inputs [all_inputs -no_clocks]
set_input_delay [expr $clk_period * $clk_io_pct] -clock clk0 $non_clock_inputs
set_output_delay [expr $clk_period * $clk_io_pct] -clock clk0 [all_outputs]
==> notes.md <==
Purpose: to document the outcome of synthesis and place and route.

Pwr
The switching power as a share of total power is between 20% and 30%. The power report lists cell-internal power as 0.0003495 W. The total chip power is 0.0004386 W. The share of power burned in the clock network is 50.0%. Looking at the power breakdown, combinational cells take 7.7% of the total. The leakage power is 0.1105 nW. The analysis reports a worst IR drop on VDD of around 0.0002 V. Per the OpenROAD power report, switching power amounts to 0.00008913 W. The share of power burned in registers is 42.3%. Power spread over the standard cell area amounts to 1662 mW/mm^2.

Yosys
Warnings reported by Yosys during synthesis add up to 1. The library cell occupying the most area in the post-synthesis netlist is sky130_fd_sc_hd__dfrtp_1. The register bit total from synthesis is 4.

The count of different cell masters after synthesis is 8. Averaged over all synthesized cells, the footprint is between 10 and 15 um^2. The gate count after technology mapping is 11.

The register share after synthesis is 71.68%. The fraction of synthesized cell area taken by the top area cell type is 53.10%. The total cell area reported by yosys after synthesis is between 100 and 150 um^2. In this run the cell area of the synthesized design comes to 141.4 um^2. The main area contributors are sky130_fd_sc_hd__dfrtp_1 53%, sky130_fd_sc_hd__dfstp_2 19%, sky130_fd_sc_hd__o21a_1 11%. The yosys cell count is 11.

Critical path
The critical path endpoint has a required time of roughly 800 ps. The arrival time reported for the critical path endpoint is around 840 ps. The worst register-to-register path depth is 2. The worst setup path is launched from a flip-flop.

Along the critical path, the tally of buffer and inverter instances is 1. Among all stages on the critical path, the maximum delay recorded is approximately 370 ps. The cell depth of the worst setup path is 2. For reference, the critical path cell chain is and2_1 > buf_2. The worst setup path is of the reg2out kind. In this design, the largest share of critical-path delay is due to flip-flops. For this design, the slowest cell found on the critical path is sky130_fd_sc_hd__dfrtp_1.

The worst setup path is captured at an output port. The largest fanout on the critical path is 2.

Route
The detailed-router iteration count before antenna repair is 1. Per the detail_route report, the via count comes to 100. The script parses the final routing iteration and logs DRC violations as 0. The antenna cell count is 0. The number of DRC markers after the initial detailed-route iteration is 0. The remaining number of nets flagged by the antenna check after routing is 0. Per the detailed-route log, wirelength across all metal layers totals 312 um. TritonRoute output was used to compute an average wire per cell of 4.727 um. The average via count per standard cell is 1.515.

Global route
Across every metal layer, demand over resource in global routing totals 1.044%. The number of global-route vias before repair is between 100 and 150. Summed over all layers, the global routing overflow is 0. The first-pass GRT wire length is 483 um.

The maximum number of pins on one net before global-route repair is 5. The initial antenna violation count is 0.

STA
Looking at the max-slew report, the worst-margin pin has a slew of 155.1 ps. The fmax is 964.7 MHz. For this run, the final setup violation count is recorded as 1. The final critical path time including I/O delays and setup is 1037 ps. The worst-case hold slack is 141.9 ps.

The remaining max-slew budget at the tightest pin is between 80 and 90%. The final layout reports a setup TNS of -36.58 ps. In the post-route analysis, the smallest setup slack over all paths is -36.58 ps. Endpoints failing hold in the final report were tallied at 0. Setup repair after global routing could not meet its margin everywhere. The period utilization is 103.7%. Clock skew on the completed layout was measured at 5.849 ps.

The final max-slew violation count recorded for this run is 0.

Clock tree
Clock tree synthesis inserted a total of 3 buffers. Per the repair_timing log after CTS, setup buffers inserted total 0. The clock reaches the later pin of the worst-skew pair after roughly 240 ps. The tree is rooted in a sky130_fd_sc_hd__clkbuf_4. The clock-pin slew of the registers on the worst-case setup and hold paths is 40 ps.

The CTS sink count is 4. TritonCTS built the clock tree. The deepest level of the CTS H-tree is 1. The post-CTS hold buffer count recorded in the log is 0. The number of buffers between clock root and the deepest sink is 2.

Final layout
The finished layout holds around 66 standard cells, fillers aside. The number of flip-flops in the largest register is 4. The largest registers in the layout are p_state (4).

The area growth from synthesis to layout is 86.72%. Per the cell usage report, the commonest logic cells after layout are 3 x sky130_fd_sc_hd__clkbuf_4, 3 x sky130_fd_sc_hd__dfrtp_1, 2 x sky130_fd_sc_hd__o21a_1, 2 x sky130_fd_sc_hd__buf_4. The register with the most flip-flops is p_state. The ratio of cells with drive above 1 in the final layout is between 30% and 40%.

Die
The die width is about 80 um. The overall die area is 0.006400 mm^2. The initialized floorplan defines 21 standard-cell rows. Before placement the cells fill 4.139% of the core. The die span in y is approximately 80 um. According to the floorplan report, the placeable core area is approximately 0.0034 mm^2. The number of top-level pins is 4.

Placement
The final weighted congestion in routability-driven placement is 0.6029. The tally of buffers added on design ports is 3. The detailed placer reported the number of placed instances as 62.

Min path
The worst min-delay path category is in2async.

Outcome
The run finished, with violations left. The checks that failed: negative setup slack.

Job
The number of warnings in the stage logs is 27. In this run the maximum-capacitance check reported violations numbering 0.
[layer usage]
layer  share of wire [%]  GRT usage (%)  wire [um]
met1                  33         0.8016        103
met2                  43          1.124        133
met3                  22          1.591         69
met4                 1.9         0.8803          6
met5                   0              0          0
[synth_stat cells, drive strengths merged]
| library cell | n |
|---|---|
| nor2 | 1 |
| nor3 | 1 |
| nor2b | 1 |
| o21a | 2 |
| and2 | 1 |
| dfstp | 1 |
| inv | 1 |
| dfrtp | 3 |
[path summary, 6_finish.rpt]
path                             from          to  slack (ps)
setup / recovery           p_state[3]           z         -40
setup reg to reg           p_state[3]  p_state[2]         220
hold / removal                    rst  p_state[3]         140
max in group asynchronous         rst  p_state[0]         630
min in group clk0                   x  p_state[0]         350
hold reg to reg            p_state[1]  p_state[1]         500
[metrics by stage]
stage	cell area (um^2)	setup slack (ps)	util, %
after floorplan	141.4	310.2	-
after global placement	244.0	-461.0	7.143
after detailed placement	244.0	-451.2	7.143
after CTS	264.0	-54.90	7.729
after global routing	264.0	-104.3	7.729
final	264.0	-36.58	7.729
[layout make-up]
class                   count  area, um^2
multi-input cells           6       36.28
fillers                   411        3152
repair buffers              5       38.79
well taps                  46       57.56
clock buffers               4       26.28
inverters                   1       3.754
flip-flops and latches      4       101.3
[cell families after synthesis]
group | count (synthesis) | synth area share (%)
and+or+nand+nor | 4 | 15.04
buffers and inverters | 1 | 2.652
AOI/OAI and AO/OA | 2 | 10.62
DFF | 4 | 71.68
[power groups by stage]
stage      logic, W  clock network, W  registers (W)
5_1_grt   0.0000373          0.000260       0.000186
6_report  0.0000339          0.000219       0.000186
4_1_cts   0.0000349          0.000234       0.000185
[what timing repair did]
action / CTS / global route
setup endpoints to repair: 1 / 1
pin swaps: 1 / 0
gates resized: 4 / 0
[worst register-to-register path, stage by stage, from the launching register on]
cell	delay, ps
sky130_fd_sc_hd__dfrtp_1	370
sky130_fd_sc_hd__buf_4	130
sky130_fd_sc_hd__o21a_1	160
Power is estimated from default activity; no workload was simulated.
