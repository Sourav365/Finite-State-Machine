### ./config.mk
export PLATFORM = sky130hd
export DESIGN_NAME = moore_1101_overlap
export DESIGN_NICKNAME = moore_1101_overlap
export VERILOG_FILES = /design/flow/design.v
export SDC_FILE = /design/flow/constraint.sdc
export NUM_CORES = 4
export LEC_CHECK = 1
export CORE_AREA = 10 10 70 70
export DIE_AREA = 0 0 80 80
### ./constraint.sdc
current_design moore_1101_overlap

set clk_period 1.4
set clk_io_pct 0.2

create_clock -name clk0 -period $clk_period [get_ports {clk}]

set non_clock_inputs [all_inputs -no_clocks]
set_input_delay [expr $clk_period * $clk_io_pct] -clock clk0 $non_clock_inputs
set_output_delay [expr $clk_period * $clk_io_pct] -clock clk0 [all_outputs]
### ./design.v
`timescale 1ns / 1ps
module moore_1101_overlap(
    output z, 
    input x, clk, rst
    );
    parameter s0=0,s1=1,s2=2,s3=3,s4=4;
    reg[2:0] p_state,n_state;
    always @(p_state or x)  
            case(p_state)
                 s0: n_state <= x ? s1 : s0;
                 s1: n_state <= x ? s2 : s0;
                 s2: n_state <= x ? s2 : s3;
                 s3: n_state <= x ? s4 : s0;
                 s4: n_state <= x ? s2 : s0;
            endcase
    always @ (posedge clk or posedge rst)
        if(rst) p_state <= s0;
        else    p_state <= n_state;
    assign z = (p_state == s4);
endmodule
### ./run.sh
#!/bin/bash
# OpenROAD 26Q1-2900-gdf79404cd8, Yosys 0.63+post, stock flow scripts
make -C /OpenROAD-flow-scripts/flow DESIGN_CONFIG=/design/flow/config.mk WORK_HOME=/design/flow/orfs finish
==> results.ini <==
[final_timing]
max_freq_mhz = 792
relSlewSlack_pct = 89.0
period_used_pct = 90.2
rsz0062_at_grt = no
setup_violations = 0
untimed_endpoints = 6
worst_slack_ns = 0.137
unclocked_regs = 3
worstMarginPinSlew_ns = 0.164
period_minus_slack_ns = 1.26
drv_slew = 0
hold_viol = 0
tns_ns = 0

[pwr]
power.total_uw = 247
p_int_uw = 201
pwr-share-clk_pct = 59.9
comb_power_share_pct = 4.6
power.density_nw_per_um2 = 690
power_frac_seq_pct = 35.5
switching_share_pct = 18.5
switching_power_uw = 45.6
ir_drop_uv = 76.3
leakage_nw = 0.158

[die]
rows = 21
die_w_um = 80
io_pins = 4
die_y_um = 80
initCoreUtil_pct = 6.15
core_um2 = 3420
die_area_um2 = 6400

[route]
drtPass1Iterations = 2
drc = 0
vias = 162
drt-total-wl_um = 386
drt.antenna.violating_nets = 0
vias_per_cell = 2.19
drt_iter0_markers = 1
n_antenna_cell = 0
routedWlPerCell_um = 5.22

[global_route]
grt_start_max_net_pins = 7
grt_pass1_wl_um = 565
grt_use_total_pct = 1.09
overflow = 0
first_global_vias = 160
grt_antenna_before_repair = 0

[critical_path]
crit_chain = nor3b_2, dlygate4sd2_1
end_kind = primary output
worstPathMaxFanout = 2
critPathTopFamily = flip-flops
crit_required_ns = 1.12
cp_num_buf_inv = 1
cp-start-kind = flip-flop
path_class = flip-flop to primary output
max_stage_delay_ns = 0.38
worst-endpoint-arrival_ns = 0.98
slowest_stage = dfrtp_1

[min_path]
min_path_type = primary input to asynchronous set/reset pin

[yosys]
synth_cells = 17
syn-cell-area_um2 = 210
syn_avg_cell_area_um2 = 12.4
yosysWarnings = 1
ys_chip_area_um2 = 210
ys_ff = 6
yosysUniqueCellTypes = 12
ys_cells = 17

[flow_run]
maxCapViolations = 0
warnings = 25

[placement]
io_buffers = 3
place.gp.congestion = 0.670
hpwl_um = 309
pre_cts_slack_ns = 0.0725
placed_cells = 69

[clocking]
numCtsBuffers = 3
cts_max_level = 1
cts_root_buf = clkbuf_4
tritoncts = built
clk_pin_slew_worst_paths_ns = 0.04
clock_path_buffers = 2
hold_buffers = 0

[layout]
fin_util_pct = 10.5
fin_cells = 74
area_delta_synth_final_pct = 70.2
drive_gt1_share_pct = 35.7

[status]
status = finished, final reports clean

## metal layers
| layer | wire length [um] | GRT usage, % | part of all wire [%] |
|---|---|---|---|
| met5 | 0 | 0 | 0 |
| met4 | 0 | 0.528 | 0 |
| met3 | 37 | 0.568 | 9.6 |
| met2 | 181 | 1.69 | 47 |
| met1 | 167 | 1.21 | 43 |
## layout by cell type (no fill, tap or decap)
| master | instances |
|---|---|
| clkbuf_4 | 3 |
| nor2_1 | 1 |
| dfrtp_1 | 3 |
| nor3b_2 | 1 |
| dlxtn_1 | 3 |
| dlygate4sd2_1 | 1 |
| buf_4 | 4 |
| inv_1 | 1 |
| a22o_1 | 1 |
| nor3b_1 | 1 |
| o21a_1 | 1 |
| and4bb_2 | 1 |
| or3_1 | 1 |
| clkdlybuf4s50_1 | 2 |
| and4b_2 | 1 |
| and4bb_1 | 1 |
| xor2_1 | 1 |
| clkbuf_1 | 1 |
## sequential cells by signal, indices dropped and copies added (netlist names)
register,flops
n_state,3
p_state,3
## final timing paths
path / slack (ns) / startpoint / cells past startpoint / to
setup / recovery: 0.14 / p_state[1] / 2 / z
max in group asynchronous: 1.06 / rst / 2 / p_state[2]
hold / removal: 0.22 / rst / 2 / p_state[1]
min in group clk0: 1.13 / p_state[0] / 2 / z
## cells by family (layout without fill, tap and decap cells)
kind of cell | after synthesis | after routing | synth area share, %
compound gates | 2 | 2 | 7.74
xor+xnor | 1 | 1 | 4.17
buf+inv | 1 | 12 | 1.78
flops | 3 | 3 | 35.7
latches | 3 | 3 | 21.4
simple gates | 7 | 7 | 29.2
## stage by stage
| stage | hold WS, ns | instance area (um2) |
|---|---|---|
| final | 0.218 | 358 |
| after floorplan | 0.0336 | 210 |
| after global placement | 0.454 | 320 |
| after global routing | 0.246 | 358 |
| after detailed placement | 0.462 | 320 |
| after CTS | 0.209 | 358 |
## final cells by class
cell class                      count  area (um2)
Tap cell                           46        57.6
Timing Repair Buffer                7        58.8
Fill cell                         394        3060
Sequential cell                     6         120
Multi-Input combinational cell     10        91.3
Inverter                            1        3.75
Clock buffer                        4        26.3
## power groups by stage
| stage | registers, mW | clock network, mW | logic (mW) |
|---|---|---|---|
| 4_1_cts | 0.0876 | 0.159 | 0.0114 |
| 5_1_grt | 0.0876 | 0.159 | 0.0127 |
| 6_report | 0.0877 | 0.148 | 0.0113 |
## synthesized netlist by cell type (all sizes together)
master | n | area share [%]
a22o | 1 | 4.2
or3 | 1 | 3.0
and4b | 1 | 5.4
nor3b | 2 | 7.1
dfrtp | 3 | 36
o21a | 1 | 3.6
and4bb | 2 | 12
inv | 1 | 1.8
xor2 | 1 | 4.2
dlxtn | 3 | 21
nor2 | 1 | 1.8
## what timing repair did
action                     in CTS  in global routing
setup endpoints to repair       1                  0
setup buffers                   1                  0
gates resized                   2                  0
Power figures rest on the tool's default switching activity, not on a simulated workload.
