===== design/flow/design.v =====
`timescale 1ns / 1ps
module moore_1101_overlap1(
    output reg z,
    input x, clk, rst
    );
    parameter s0=0,s1=1,s2=2,s3=3,s4=4;
    reg[2:0] state;
    always @(posedge clk or posedge rst) begin
        if(rst) begin z<=1'b0; state<=s0; end
        else begin
            case(state)
                s0: begin
                    z<=0;
                    if(x==1) state<=s1;
                    else     state<=s0;
                    end
                s1: begin
                    z<=0;
                    if(x==1) state<=s2;
                    else     state<=s0;
                    end
                s2: begin
                    z<=0;
                    if(x==0) state<=s3; 
                    else     state<=s2;
                    end
                s3: begin
                    z<=0;
                    if(x==1) state<=s4;
                    else     state<=s0;
                    end
                s4: begin
                    z<=1;
                    if(x==1) state<=s2;
                    else     state<=s0;
                    end
            endcase
        end
    end
endmodule

===== design/flow/constraint.sdc =====
current_design moore_1101_overlap1

set clk_period 1.3
set clk_io_pct 0.2

create_clock -name clk0 -period $clk_period [get_ports {clk}]

set non_clock_inputs [all_inputs -no_clocks]
set_input_delay [expr $clk_period * $clk_io_pct] -clock clk0 $non_clock_inputs
set_output_delay [expr $clk_period * $clk_io_pct] -clock clk0 [all_outputs]

===== design/flow/config.mk =====
export PLATFORM = sky130hd
export DESIGN_NAME = moore_1101_overlap1
export DESIGN_NICKNAME = moore_1101_overlap1
export VERILOG_FILES = /design/flow/design.v
export SDC_FILE = /design/flow/constraint.sdc
export NUM_CORES = 4
export LEC_CHECK = 1
export CORE_AREA = 10 10 70 70
export DIE_AREA = 0 0 80 80

===== design/flow/run.sh =====
#!/bin/bash
# OpenROAD 26Q1-2900-gdf79404cd8, Yosys 0.63+post, stock flow scripts
make -C /OpenROAD-flow-scripts/flow DESIGN_CONFIG=/design/flow/config.mk WORK_HOME=/design/flow/orfs finish

==> writeup.txt <==
The number of global-route vias before repair was 146. Post-layout instance count excluding filler cells: 69. In the setup report, the worst path falls into the class flop to output pin. The run gives 0.207 for the switching part of the total power. The required time at the worst endpoint is listed as 1.04 ns. The run gives 0 for the number of antenna violations at the first check in global routing. The relative contribution of the clock network to total power was 0.401. Listed in order, past its start point the critical path passes dlygate4sd2_1.

Internal power comes to 360 µW. Number of buffers added on ports: 3. The top achievable clock speed was 908 MHz. The worst setup path is captured at an output pin. The number of buffers created by CTS came out at 3. Dividing the detail-routed wire length by the instance count gives 5.28 µm. Per the synthesis report, the number of distinct cell types is 10. The largest individual stage delay along the critical path comes from the cell sky130_fd_sc_hd__dfrtp_1. The tools report the number of diodes added for antenna fixing as 0. Among the non-sequential cells, simple AND/OR/NAND/NOR gates take the most area. TritonCTS built the clock tree.

The timing report gives the biggest stage delay along the critical path as 0.37 ns. For this run, the final setup violation count is recorded as 0. The run gives 1 for the buffer and inverter count on the worst path. The capture point of the worst reg-to-reg path was z$_DFFE_PP0P_. According to the timing report, the arrival time at the worst endpoint equals 0.84 ns.

The tools report the tally of nets with antenna violations remaining after routing as 0. In this run the core area contains 21 standard-cell rows. The synthesized instance count is 15. In the routed layout, each cell is associated on average with a via count of 2.13. The logs give 1 for the count of routing violations after the opening detailed-route iteration and 0.116 for the share of total power in combinational logic. The run gives 0 for the remaining design rule violation count.

Setup repair after global routing left no endpoint under its margin. The detailed router reported a total wirelength of 364 µm. With the xor/xnor cell area share of the yosys netlist at 0, the total placed cells including tap cells is 64.

For the overflow left after global routing, the log shows 0. Per the GRT log, the top usage layer is met2. The half-perimeter wire length of the detailed placement result was 268 µm; the post-route clock period utilization was 0.848. Per the CTS log, the root buffer master is sky130_fd_sc_hd__clkbuf_4. Family of cells with the greatest summed delay on the critical path: flip-flops. The flow ran to the end, and the final reports show no timing, DRC or antenna violations.

The tools report the largest vdd supply drop as 0.000260 V. For the sequential cell area fraction in the yosys report, the log shows 0.729. The layout stage reports a final design area of 328 µm². Largest net degree at the start of global routing: 7. The share of synthesized cell area in and, or, nand and nor gates was 0.175. Per the run summary, max-cap violations total 0. The tools report the setup total negative slack as 0 ns.

The setup check on the worst reg-to-reg path leaves a slack of 0.43 ns. The tools report the nature of the critical path startpoint as a flop. The first global-routing pass estimated 614 µm of wire. The run gives 1 for the number of warnings printed during yosys synthesis.

The ratio of cells with drive above 1 in the final layout was 0.261; the number of vias after detailed routing was 147. With the AND-OR/OR-AND share of the synthesized area at 0.0783, the total cell area at the placement stage is 295 µm². Counting every sink on the clock net gives 6. After filler insertion, the fill cell instance count of the layout stands at 401. In this run the count of I/O pins placed on the die edge is 4. The run gives 0.0148 as the global-route met1 utilization. The total power divided by cell area is 1380 nW/µm².

In this run, synthesis produced a sequential element count of 6. The run gives 0.0608 as the floorplan utilization. The final hold violation count recorded for this run is 0. The tools report the fraction of met3 tracks used by global routing as 0.00682.

The full die area came out at 6400 µm². According to the hold report, the worst path is of the primary input to async pin type. The run gives 0.0960 for the utilization of the core after routing. The clock tree skew after final layout came out at 0.000518 ns.

After clock tree synthesis, the clock-pin slew on the worst setup and hold paths is 0.05 ns. The run gives 0.483 for the part of the power in registers. The run gives 0.840 for the worst slew slack as a fraction of its limit. The number of iterations in the first detailed-routing pass is 2, and the area added between synthesis and finish is 57.8%.

The most common logic cell in the final layout is sky130_fd_sc_hd__dfrtp_1. With the x dimension of the die at 80 µm, the multiplexer share of the synthesized area is 0. Reg-to-reg startpoint: state[4]$_DFF_PP0_.

Maximum fanout count along the critical path: 2. Per the OpenROAD floorplan log, the height of the die is 80 µm. The run gives 15 for the count of instantiated cells in the yosys netlist. Per the cell usage report, the commonest logic cells after layout are sky130_fd_sc_hd__dfrtp_1, sky130_fd_sc_hd__clkbuf_4, sky130_fd_sc_hd__nor4_1, sky130_fd_sc_hd__clkdlybuf4s50_1. Per the gpl log, the routability congestion estimate is 0.694. According to the Yosys statistics, the synthesized design has a chip area of 208 µm².

The tool warning count for the run is 25. The placeable core region was 3420 µm²; the overall power was 454 µW. Summed over all nets, the switching power comes to 94.1 µW.

With the depth of the CTS H-tree at 1, the final count of pins violating max slew is 0. The met2 usage was 0.0152. With the transition time of the tightest slew-check pin at 0.238 ns, the leakage power of the design is 0.000148 µW. The cell area after synthesis is 208 µm². The clock period could shrink to 1.10 ns. The run gives 0.0116 as the total global-route track usage. The number of cells on the worst reg-to-reg path is 2.

The later pin in the worst-skew pair is clocked with a latency of 0.24 ns. The tools report the number of buffers on the longest clock path as 2. After synthesis, the mean cell area works out to 13.8 µm². The run gives 0 for the synthesized-area fraction occupied by adder cells.
flip-flops by register name, indices dropped and copies added, names as in the netlist:
register	count
z	1
state	5
cells in the mapped netlist (all sizes together):
library cell | number | area (µm²)
nor4 | 2 | 12.5
and2 | 2 | 13.8
a21o | 1 | 7.51
dfstp | 1 | 26.3
nor2 | 1 | 3.75
o31a | 1 | 8.76
dfrtp | 5 | 125
inv | 1 | 3.75
nor2b | 1 | 6.26
metrics by stage:
| stage | worst slack, ns | hold WS [ns] |
|---|---|---|
| finish | 0.198 | 0.234 |
| global route | 0.155 | 0.229 |
| CTS | 0.181 | 0.227 |
| detailed placement | 0.225 | 0.472 |
| global placement | 0.249 | 0.459 |
| floorplan | 0.470 | 0.0502 |
kinds of logic (layout without fill, tap and decap cells):
family,count (synthesis),count (layout)
buffers and inverters,1,9
AND-OR/OR-AND,2,2
flip-flops,6,6
AND/OR/NAND/NOR,6,6
power groups by stage:
stage	combinational, µW	sequential (µW)	clock (µW)
after CTS	53.8	219	191
final	52.7	219	182
after global routing	59.2	222	207
worst reg2reg max path, delay by kind of cell, from the launching register on:
kind            cells  cell delay [ns]
compound gates      1             0.15
simple gates        1             0.27
flops               1             0.39
what timing repair did:
item | in CTS | in global routing
buffers inserted | 1 | 0
endpoints found under the setup margin | 1 | 0
hold buffers | 0 | 0
resized | 1 | 0
metal layers:
| layer | wire, µm | up-vias |
|---|---|---|
| met3 | 43 | 0 |
| met2 | 147 | 6 |
| met1 | 173 | 73 |
| met4 | 0 | 0 |
| met5 | 0 | - |
| li1 | - | 68 |
how the worst max path moves through the flow:
stage                 slack [ns]  endpoint  cells past startpoint     startpoint
after CTS                   0.18         z                      1  z$_DFFE_PP0P_
after global routing        0.15         z                      1  z$_DFFE_PP0P_
final                       0.20         z                      1  z$_DFFE_PP0P_
cell type report:
type | instances | area (µm²) | share of cell area
multi-input cells | 8 | 52.6 | 0.160
well taps | 46 | 57.6 | 0.176
clock buffers | 4 | 26.3 | 0.0802
inverters | 1 | 3.75 | 0.0115
flip-flops and latches | 6 | 151 | 0.462
repair buffers | 4 | 36.3 | 0.111
Power figures rest on the tool's default switching activity, not on a simulated workload.
